`design.v`:
```
module computeDistance(
	input clk,  
	input reset,
	input update, 
	output reg us10,
	output overflow, 
	output reg [8:0] data
);
reg [15:0] counter_us = 0; 
reg [5:0] counter_58 = 0;
reg [8:0] counter_cm = 0;
reg [5:0] div = 0; 
always @(posedge clk) begin 
	if(reset) begin 
		counter_us <= 16'b0; 
		counter_58 <= 5'b0; 
		div <= 6'b0; 
		counter_cm <= 9'b0; 
	end else begin 
		div <= div+1; 
		if(div==49) begin  
			div <= 6'b0; 
			counter_us <= counter_us+1; 
			if (counter_us==10)
				us10 <= 1'b1; 
			else 
				us10 <= 1'b0;
			counter_58 <= counter_58+1; 
			if (counter_58==57) begin
				counter_58 <= 6'b0; 
				counter_cm <= counter_cm+1; 
			end
		end 
	end
end 
always @(posedge update)
	data <= counter_cm; 
assign overflow = counter_us[15];
endmodule
module filter(
	input update,
	input [8:0] newData, 
	output [8:0] filtData
    );
reg [8:0] data0; 
reg [8:0] data1;
reg [8:0] data2;
reg [8:0] data3;
reg [10:0] sum;    
always @(posedge update) begin 
	data0 <= newData; 
	data1 <= data0; 
	data2 <= data1; 
	data3 <= data2;
	sum <= data0+data1+data2+data3; 
end 
assign filtData = sum[10:2]-9'b11;
endmodule
module top(
	input clk, 
	input ultraIn, 
	input enableAlarm, 
	output ultraOut, 
	output [3:0] an, 
	output [6:0] segments, 
	output speaker
);
wire us10; 
wire overflow; 
wire reset; 
wire update; 
wire [8:0] distance; 
wire [8:0] predistance; 
ultrasonic_Controller controller(clk, us10, ultraIn, overflow, reset, update, ultraOut); 
computeDistance counter(clk, reset, update, us10, overflow, predistance); 
filter filter0(update, predistance, distance); 
messages conMess(clk, distance, enableAlarm, an, segments, speaker); 
endmodule
module ultrasonic_Controller(
	input clk, 
	input us10,
	input echo, 
	input overflow,
	output reg reset, 
	output reg update, 
	output reg signal
    );
localparam 
	IDLE = 3'b000, 
	TRIGGER = 3'b001, 
	READY = 3'b010,
	COUNT = 3'b011, 
	LOAD = 3'b100; 
reg [2:0] state = 3'b0; 
reg [2:0] stateNext = 3'b0; 
always @(us10, echo, overflow, state) begin 
	case(state)
		IDLE: begin 
			reset = 1'b1; 
			update = 1'b0;
			signal = 1'b0;
			stateNext = TRIGGER; 
		end 
		TRIGGER: begin 
			reset = 1'b0; 
			update = 1'b0;
			signal = 1'b1;
			if(us10)	
				stateNext = READY; 
			else 
				stateNext = TRIGGER; 
		end 
		READY: begin 
			reset = 1'b1; 
			update = 1'b0;
			signal = 1'b0;
			if(echo)
				stateNext = COUNT; 
			else 
				stateNext = READY;
		end 
		COUNT: begin 
			reset = 1'b0; 
			update = 1'b0;
			signal = 1'b0;
			if(overflow) 
				stateNext = IDLE; 
			else begin 
				if(echo) 
					stateNext = COUNT;
				else
					stateNext = LOAD; 
			end
		end 
		LOAD: begin
			reset = 1'b0; 
			update = 1'b1;
			signal = 1'b0;
			if(overflow) 
				stateNext = IDLE;
			else
				stateNext = LOAD;  
		end
		default: begin 
			reset = 1'b1; 
			update = 1'b0;
			signal = 1'b0;
			stateNext = IDLE; 
		end
	endcase
end 
always @(posedge clk) 
	state <= stateNext; 
endmodule
module BCD27SEG(
	input 		[3:0] bcd_in, 
	output reg	[6:0] seg_o
    );
always @(bcd_in) begin  
	case(bcd_in)
		4'h0 : seg_o <= 7'b0000001; 
		4'h1 : seg_o <= 7'b1001111; 
		4'h2 : seg_o <= 7'b0010010; 
		4'h3 : seg_o <= 7'b0000110; 
		4'h4 : seg_o <= 7'b1001100; 
		4'h5 : seg_o <= 7'b0100100; 
		4'h6 : seg_o <= 7'b0100000; 
		4'h7 : seg_o <= 7'b0001111; 
		4'h8 : seg_o <= 7'b0000000; 
		4'h9 : seg_o <= 7'b0000100;
		4'hA : seg_o <= 7'b0001000;
		4'hB : seg_o <= 7'b1100000;
		4'hC : seg_o <= 7'b0110001;
		4'hD : seg_o <= 7'b1000010;
		4'hE : seg_o <= 7'b0110000;
		4'hF : seg_o <= 7'b0111000;
		default : seg_o <= 7'b1111111;	
	endcase
end 
endmodule
module messages(
	input clk_i,   
	input 		state0_i, 
	input [3:0] state1_i, 
	input [3:0] state2_i, 
	input [7:0] temp_i, 
	output reg [31:0] SEg_o
); 
	wire [6:0] numTemp; 
	BCD27SEG DECOD_U0(
		.bcd_in	(state1_i), 
		.seg_o	(numTemp)
    );
	reg [7:0] numTempR = 8'b0; 
	always @(numTemp, state0_i, state1_i) begin 
		if(state1_i==4'h0)
			numTempR <= {7'b1111110, ~state0_i}; 	
		else 
			numTempR <= {numTemp, ~state0_i}; 	
	end 
	wire [6:0] numVel; 
	BCD27SEG DECOD_U1(
		.bcd_in	(state2_i), 
		.seg_o	(numVel)
    );
	 reg [7:0] numVelR = 8'b0; 
	always @(numVel, state0_i, state2_i) begin 
		if(state2_i==4'h0)
			numVelR <= {7'b1111110, state0_i}; 	
		else 
			numVelR <= {numVel, state0_i}; 	
	end 
	wire [3:0] temp_uni;  
	wire [3:0] temp_dec; 
	wire [3:0] temp_cen; 
	bin2BCD Bin2BCD_U0(
		.clk_i	(clk_i), 	 
		.bin_i 	(temp_i), 
		.uni_o 	(temp_uni), 
		.dec_o 	(temp_dec), 
		.cen_o	(temp_cen)
	); 
	wire [23:0] SEg;  
	 BCD27SEG DECOD_U2(
		.bcd_in	(temp_uni), 
		.seg_o	(SEg[7:1])
    );
	 BCD27SEG DECOD_U3(
		.bcd_in	(temp_dec), 
		.seg_o	(SEg[15:9])
    );
	BCD27SEG DECOD_U4(
		.bcd_in	(temp_cen), 
		.seg_o	(SEg[23:17])
    ); 
	 assign SEg[0] 	= 1'b1; 
	 assign SEg[8] 	= 1'b1; 
	 assign SEg[16] 	= 1'b1; 
	 reg [27:0] selcnt = 28'b0; 
	 reg [8:0] state = 8'h0; 
	 reg [8:0] stateN = 8'h0; 
	 always @(posedge clk_i) begin 
		stateN <= state; 
		state <= {state2_i, state1_i, state0_i}; 
	end 
	reg enableSw = 1'b0; 
	always @(state, stateN) begin 
		if(stateN!=state)  
			enableSw <= 1'b1; 
		else
			enableSw <= 1'b0; 
	end 
	always @(posedge clk_i, posedge enableSw) begin 
		if(enableSw)
			selcnt <= 28'b0; 
		else if(selcnt <= 28'hFFFFFF0)
			selcnt <= selcnt +1'b1; 
	end 
	wire sel; 
	assign sel = selcnt[27]; 
	always @(state1_i, state2_i, temp_i, sel, numVelR, numTempR, SEg) begin 
		if((state1_i==3'h0)&&(state2_i==3'h0)&&(temp_i>=8'h32))
			SEg_o <= {8'b11010001, 8'b11000101,8'b11100001, 8'hFF}; 
		else 
			if(~sel)
				SEg_o <= {numVelR, 8'hFF, numTempR, 8'hFF}; 
			else
				SEg_o <= {8'hFF, SEg}; 
	end 
endmodule 
module bin2BCD( 
	input clk_i,  
	input	[7:0] bin_i,  
	output reg [3:0] uni_o, 
	output reg [3:0] dec_o, 
	output reg [3:0] cen_o
);
reg [7:0] binR = 8'b0; 	 
always @(posedge clk_i)
	binR <= bin_i; 
reg [3:0] CEN; 
reg [3:0] DEC; 
reg [3:0] UNI; 
integer i; 
always @(binR) begin
	CEN = 4'b0; 
	DEC = 4'b0; 
	UNI = 4'b0; 
	for(i=7; i>=0; i=i-1) begin 
		if(CEN >= 5)
			CEN = CEN+3; 
		if(DEC >= 5)
			DEC = DEC+3; 
		if(UNI >= 5)
			UNI = UNI+3;
		CEN = CEN<<1; 
		CEN[0] = DEC[3]; 
		DEC = DEC<<1; 
		DEC[0] = UNI[3];
		UNI = UNI<<1; 
		UNI[0] = binR[i];  
	end 
end 
always @(posedge clk_i) begin  
	uni_o <= UNI; 
	dec_o <= DEC;
	cen_o <= CEN;
end
endmodule 
```
`run.sh`:
```
#!/bin/bash
# OpenROAD 26Q1-2900-gdf79404cd8, Yosys 0.63+post, stock flow scripts
make -C /OpenROAD-flow-scripts/flow DESIGN_CONFIG=/design/flow/config.mk WORK_HOME=/design/flow/orfs finish
```
`config.mk`:
```
export PLATFORM = sky130hd
export DESIGN_NAME = top
export DESIGN_NICKNAME = top
export VERILOG_FILES = /design/flow/design.v
export SDC_FILE = /design/flow/constraint.sdc
export NUM_CORES = 4
export LEC_CHECK = 1
export CORE_AREA = 10 10 97 97
export DIE_AREA = 0 0 107 107
```
`constraint.sdc`:
```
current_design top

set clk_period 4.7
set clk_io_pct 0.2

create_clock -name clk0 -period $clk_period [get_ports {clk}]

set non_clock_inputs [all_inputs -no_clocks]
set_input_delay [expr $clk_period * $clk_io_pct] -clock clk0 $non_clock_inputs
set_output_delay [expr $clk_period * $clk_io_pct] -clock clk0 [all_outputs]
```
==> impl_metrics.tcl <==
# yosys + openroad results
set metrics [dict create \
    status "finished clean" \
    synth_seq_share 0.394 \
    critPathTopFamily "buffers and inverters" \
    ys_warn_count 21 \
    final_cells 254 \
    crit_arrival_ps 1340 \
    ys_cells 154 \
    synth-xor-area-share 0.0781 \
    ys_types 36 \
    leakage_uw 0.000548 \
    synthSimpleGateAreaFrac 0.312 \
    avgSynthCellArea_sq_um 8.74 \
    slowest_delay_ps 460 \
    path_buffers 1 \
    dr.pass1.iters 4 \
    die-area_sq_um 11400 \
    cts_hold_buf 0 \
    fin_crit_sh 0.485 \
    synth.top_cell.area_share 0.372 \
    crit_path_end_kind "output port" \
    setup_viol 0 \
    antenna_found_initial 0 \
    rr_worst_depth 5 \
    antenna_left 0 \
    grt_pass1_wl_um 4130 \
    fmax_mhz 439 \
    lay_top_cells "dfxtp_1, nor2_1, nand2_1" \
    num_io_pins 16 \
    r2r_end "counter.counter_us[15]" \
    crit_start "controller.state[2]" \
    place_congestion 0.763 \
    clock_path_buffers 2 \
    maxCapViolations 0 \
    first_global_vias 917 \
    dp.cells 250 \
    synth_cells 154 \
    fin_skew_ps 1.92 \
    clock_sinks 26 \
    relSlewSlack 0.587 \
    whs_ps 454 \
    rows 31 \
    die_h_um 107 \
    cp-start-kind "flop" \
    die-width_um 107 \
    synth_flop_count 26 \
    route.detailed.drc 0 \
    top_area_cell "dfxtp_1" \
    vias 964 \
    peakVddDrop_v 0.0000876 \
    wire_per_inst_um 9.00 \
    syn_area_sq_um 1350 \
    synthAoiAreaFrac 0.0688 \
    r2r_start "counter.div[0]" \
    powerDensity_nw_per_um2 239 \
    insertion_delay_ps 260 \
    numCtsBuffers 3 \
    hold_path_depth 1 \
    final_common_cell "dfxtp_1" \
    cp_slowest_cell "clkdlybuf4s50_1" \
    clk_pin_slew_ps 90 \
    finalPower_uw 351 \
    fp_util 0.185 \
    worstPathRequired_ps 3760 \
    grt_overflow 0 \
    synth.logic.top_family "simple AND/OR/NAND/NOR gates" \
    hp-class "flop to flop" \
    grt_setup_unrepaired "no" \
    ys_sh_adder 0.0372 \
    setup_tns_ps 0 \
    crit_type "flop to output port" \
    hold_viol 0 \
    core_sq_um 7290 \
    hold_start "controller.state[2]" \
    drt_wl_total_um 2290 \
    finalMaxSlewViolations 0 \
    synthMuxAreaShare 0.0149 \
    post-cts-setup-buffer-count 0 \
    root_buffer "clkbuf_8" \
    grt_max_degree 16 \
    htree_levels 1 \
    area_growth_pct 9.29 \
    avgViaCountPerCell 3.80 \
    finalCriticalPeriod_ps 2280 \
    synth_chip_area_sq_um 1350 \
    min_to "controller.state[1]" \
    crit_chain "nand2b_1 > nor2_1 > clkdlybuf4s50_1" \
    tightest_slew_ps 614 \
    hpwl_um 1690 \
    cts_tree "built" \
    drtIter0Drc 57 \
    top_cells_by_area "dfxtp_1, buf_4, nor2_1" \
    log.warning_count 28 \
    cts_resized 0 \
    regToRegSetupSlack_ps 2640 \
    port_buffers 2 \
    n_antenna_cell 0 \
    drive_above_1_share 0.0387 \
    grtUsageTotal 0.0418 \
    cp_max_fo 4 \
]
-- power breakdown --
part	internal [uW]	switching, uW
Combinational	0.937	1.18
Clock	60.6	67.3
Sequential	221	0
-- synthesized netlist by cell type --
cell / number
nor3_1: 3
nand4b_4: 1
nand3_1: 5
dfxtp_1: 25
edfxtp_1: 1
nor4b_1: 2
nor2_1: 20
and2_1: 2
nand3_4: 1
or3b_1: 1
mux2i_1: 2
ha_1: 4
clkbuf_1: 3
a21oi_1: 7
o31ai_1: 3
nand4_1: 3
nand2_1: 14
buf_4: 12
o21ai_0: 3
conb_1: 2
xor2_1: 4
or4_4: 1
nand3b_1: 1
nor4_1: 2
or3_1: 2
xnor2_1: 8
inv_1: 5
and4_1: 2
nand2b_1: 3
nor3b_1: 1
and4b_1: 2
nand4bb_1: 1
and3_1: 2
a211oi_1: 2
o21ai_1: 1
or4_1: 3
-- kinds of logic after synthesis --
group,Yosys count
AOI/OAI and AO/OA,16
other,2
and+or+nand+nor,72
muxes,2
DFF,26
adders and majority gates,4
xor gates and xnor gates,12
buffers and inverters,20
-- metal layers --
layer | up-vias | wire, um | global-route usage | part of all wire
met5 | - | 0 | 0 | 0
met4 | 0 | 10 | 0.00290 | 0.0044
met3 | 2 | 114 | 0.0164 | 0.050
met2 | 11 | 974 | 0.0641 | 0.43
met1 | 442 | 1190 | 0.0569 | 0.52
li1 | 509 | - | - | -
-- cell type report --
type	count	area [sq um]
inverter	5	18.8
sequential	26	531
clock buffer	4	45.0
fill	832	5820
timing repair buffer	2	20.0
tap	99	124
multi-input combinational	118	733
-- worst max-delay path by stage --
stage	to	depth (start not counted)
global route	ultraOut	3
finish	ultraOut	3
CTS	ultraOut	3
-- sequential cells by signal (all words and copies together), names as in the netlist --
signal / count
controller.state: 3
counter.us10: 1
counter.counter_us: 16
counter.div: 6
-- metrics by stage --
| stage | worst slack (ps) | cell area (sq um) | utilization |
|---|---|---|---|
| 6_report | 2420 | 1470 | 0.202 |
| 5_1_grt | 2320 | 1470 | 0.202 |
| 4_1_cts | 2400 | 1470 | 0.202 |
| 3_5_place_dp | 2660 | 1430 | 0.196 |
| 3_3_place_gp | 2680 | 1430 | 0.196 |
| 2_1_floorplan | 2790 | 1380 | - |
Power is estimated from default activity; no workload was simulated.
