[./design.v]
module transc_uart(
	input clk,   				 
	input rx,					 
	output tx,					 
	input [7:0] dataIn, 		 
	output [7:0] dataOut, 	 
	output motor				 
); 
	wire baud; 
	BaudGen BG_U0(	 
		.clk(clk), 
		.baud(baud)
	); 
	reg [11:0] div = 12'h0;	 
	wire tx_baud;
	always @(posedge baud)
		div <= div+1; 
	assign tx_baud = div[1]; 
	uart_tx uartTx_U0(		 
		.clk		(tx_baud), 	 
		.data		(dataIn), 	 
		.start	(div[11]), 	 
		.tx		(tx)			
	); 
	uart_rx uartRx_U0(	 
		.clk	(baud), 		 
		.rx		(rx), 
		.dataR	(dataOut)  
	); 
	assign motor = dataOut[7];  
endmodule 
module uart_rx (
	input clk, 						 
	input rx, 							
	output reg [7:0] dataR, 	 
	output reg ready				 
); 	
	reg [1:0] state = 2'h0; 
	reg reset = 1'b0; 			 
	wire paired; 					 
	wire done; 						 
	always @(posedge clk)		
		case(state)
			2'h0: 					 
				if(~rx) begin 		 
					state <= 2'h1;  
					reset <= 1'b0;  
					ready <= 1'b0;  
				end else begin  	 
					state <= 2'h0; 
					reset <= 1'b1;
					ready <= 1'b0; 
				end 
				2'h1: 					 
					if(done) begin  	 
						state <= 2'h2;	 
						ready <= 1'b0; 
					end else begin 
						state <= 2'h1;  
						ready <= 1'b0; 
					end 
				2'h2: 					 
					if(paired) begin 	
					state <= 2'h3;		 
					ready <= 1'b0; 
				end else begin 
					state <= 2'h2;		 
					ready <= 1'b0; 
				end 
			2'h3: 						 
				if(paired) begin 		
					state <= 2'h0;		 
					ready <= 1'b1; 	 
				end else begin 
					state <= 2'h3;		 
					ready <= 1'b0; 	
				end 
		endcase
	reg [2:0] sync = 3'b0;
	always @(posedge clk or posedge reset) begin 
		if(reset) 
			sync <= 3'b0; 
		else 
			sync <= sync+1; 
	end 
	assign paired = (sync==3'b110); 	 
	reg [2:0] counter = 3'h0;   
	reg [7:0] data = 8'h0; 		 
	always @(posedge paired or posedge reset) begin  
		if(reset)
			counter <= 3'h0; 
		else begin 
			if(~ready)	 
				counter <= counter+1; 
				data <= {rx, data[7:1]};  
		end 
	end 
	assign done = &counter;  
	always @(posedge ready)  
		dataR <= data; 
endmodule 
module BTGUI(
	input clk_i, 
	input [2:0] velMode_i, 
	input [2:0] tempMode_i, 
	input [7:0] temp_i, 
	output tx_o
); 
	wire baud; 
	BaudGen BG_U0(	 
		.clk(clk_i), 
		.baud(baud)
	); 
	reg [11:0] div = 12'h0;	 
	wire tx_baud;
	always @(posedge baud)
		div <= div+1; 
	assign tx_baud = div[1]; 
	reg [7:0] dataIn = 8'b0; 
	reg sel = 1'b0; 
	always @(negedge div[11])
		sel <= ~sel; 
	always @(sel,temp_i,velMode_i,tempMode_i) begin 
		if(sel)
			dataIn = {1'b0, temp_i[6:0]}; 
		else
			dataIn = {1'b1, velMode_i, tempMode_i, temp_i[7]}; 
	end 
	uart_tx uartTx_U0(		 
		.clk		(tx_baud), 	 
		.data		(dataIn), 	 
		.start	(div[11]), 	 
		.tx		(tx_o)			
	); 
endmodule
module uart_tx(
	input clk, 
	input [7:0] data, 	 
	input start, 			 
	output reg tx, 
	output reg busy		 
);
	reg [3:0] state = 4'h0;  
	reg [3:0] nextS = 4'h0;  
	always @(posedge clk) 
		case(state)
			4'h0: begin 			 
				tx <= 1'b1; 	
				busy <= 1'b0; 		
				if(start)			 
					nextS <= 4'hF;  
				else 
					nextS <= 4'h0;  
			end 
			4'hF: begin  			 
				tx <= 1'b1; 
				busy <= 1'b0; 
				if(start)			 
					nextS <= 4'hF;  
				else 
					nextS <= 4'h1;  
			end 
			4'h1: begin 		 
				tx 	<= 1'b0; 
				busy 	<= 1'b1;  
				nextS <= 4'h2;  
			end 
			4'h2: begin 			 
				tx 	<= data[0];  
				busy 	<= 1'b1; 
				nextS <= 4'h3; 	 
			end
			4'h3: begin 			 
				tx 	<= data[1];  
				busy 	<= 1'b1; 
				nextS <= 4'h4; 	 
			end 	
			4'h4: begin 			 
				tx 	<= data[2]; 
				busy 	<= 1'b1; 
				nextS <= 4'h5; 	 
			end 
			4'h5: begin 			 
				tx 	<= data[3]; 
				busy 	<= 1'b1; 
				nextS <= 4'h6; 	 
			end 
			4'h6: begin 			 
				tx 	<= data[4]; 
				busy 	<= 1'b1; 
				nextS <= 4'h7; 	 
			end 
			4'h7: begin 			 
				tx 	<= data[5]; 
				busy 	<= 1'b1; 
				nextS <= 4'h8; 	 
			end 
			4'h8: begin 			 
				tx 	<= data[6]; 
				busy 	<= 1'b1; 
				nextS <= 4'h9; 	 
			end 
			4'h9: begin 			 
				tx 	<= data[7]; 
				busy 	<= 1'b1; 
				nextS <= 4'hA; 	 
			end 
			4'hA: begin 		 
				tx 	<= 1'b1;  
				busy 	<= 1'b1; 
				nextS <= 4'hB;  
			end 
			4'hB: begin 		 
				tx 	<= 1'b1; 
				busy 	<= 1'b1; 
				nextS <= 4'h0;  
			end 
		endcase
	always @(posedge clk)   
		state <= nextS; 
endmodule 
module BaudGen(
	input clk, 		 
	output baud		 
); 
	parameter Clk_f = 50000000; 	 
	parameter exbps = 9600; 		 
	parameter AccWidth = 20;		 
	parameter baudgenInc = 1610;  
	reg [AccWidth:0] Acc = {AccWidth+1{1'b0}};  
	always @(posedge clk)
		Acc <= Acc[AccWidth-1:0]+baudgenInc; 	 
	assign baud = Acc[AccWidth]; 					
endmodule 
[./run.sh]
#!/bin/bash
# OpenROAD 26Q1-2900-gdf79404cd8, Yosys 0.63+post, stock flow scripts
make -C /OpenROAD-flow-scripts/flow DESIGN_CONFIG=/design/flow/config.mk WORK_HOME=/design/flow/orfs finish
[./config.mk]
export PLATFORM = sky130hd
export DESIGN_NAME = transc_uart
export DESIGN_NICKNAME = transc_uart
export VERILOG_FILES = /design/flow/design.v
export SDC_FILE = /design/flow/constraint.sdc
export NUM_CORES = 4
export LEC_CHECK = 1
export CORE_UTILIZATION = 50
[./constraint.sdc]
current_design transc_uart

set clk_period 2.4
set clk_io_pct 0.2

create_clock -name clk0 -period $clk_period [get_ports {clk}]

set non_clock_inputs [all_inputs -no_clocks]
set_input_delay [expr $clk_period * $clk_io_pct] -clock clk0 $non_clock_inputs
set_output_delay [expr $clk_period * $clk_io_pct] -clock clk0 [all_outputs]
==> results.sh <==
# physical design summary
export IMPL_status="complete, no violations"
export IMPL_p_seq_share_pct=59.5
export IMPL_ys_top_cells_by_area="dfxtp_1, edfxtp_1, xnor2_1, xor2_1, dfrtn_1"
export IMPL_finalPower_uw=559
export IMPL_grt_overflow_total=0
export IMPL_dieHeight_um=71.5
export IMPL_initCoreUtil_pct=53.6
export IMPL_synth_area_um2=2420
export IMPL_synth_cell_types=40
export IMPL_most_common_layout_cells="dfxtp_1, xnor2_1, clkdlybuf4s50_1"
export IMPL_synth_top_cell_by_area="dfxtp_1"
export IMPL_antenna_found_initial=0
export IMPL_die_area_um2=5110
export IMPL_drc=0
export IMPL_required_ps=2540
export IMPL_ios=20
export IMPL_crit_buf_inv=0
export IMPL_clock_latency_ps=250
export IMPL_switchingPower_uw=99.8
export IMPL_hold_buffers=0
export IMPL_power_density_nw_per_um2=208
export IMPL_met2_length_um=1390
export IMPL_cts_made_buffers=3
export IMPL_warnings=27
export IMPL_crit_path_max_incr_delay_ps=330
export IMPL_num_rows=24
export IMPL_core_area_um2=4500
export IMPL_wl_met1_um=1690
export IMPL_grt_pass1_wl_um=5650
export IMPL_swShare_pct=17.8
export IMPL_finalHoldWorstSlack_ps=411
export IMPL_path_class="reg -> reg"
export IMPL_antenna_left=0
export IMPL_unclocked_pins=47
export IMPL_crit_path_end_kind="register"
export IMPL_rsz0062_at_grt="false"
export IMPL_cp_depth=5
export IMPL_r2r_worst_path_cells=5
export IMPL_yosys_area_top_type_share_pct=38.9
export IMPL_finClkSkew_ps=1.73
export IMPL_start_kind="register"
export IMPL_drv_slew=0
export IMPL_areaGrowthSynthToFinish_pct=11.4
export IMPL_gp_congestion=0.761
export IMPL_hpwlAfterDp_um=2440
export IMPL_p_clk_share_pct=37.1
export IMPL_finalCritPeriodShare_pct=60.6
export IMPL_combPwrFrac_pct=3.5
export IMPL_wl_um=3190
export IMPL_drive_gt1_share_pct=5.07
export IMPL_drv_cap=0
export IMPL_p_leak_uw=0.00102
export IMPL_cp_data_arrival_time_ps=1590
export IMPL_synth_flops=67
export IMPL_drt_first_pass_iters=4
export IMPL_chipWidth_um=71.5
export IMPL_finalHoldViolations=0
export IMPL_num_antenna_cells=0
export IMPL_tightest_slew_ps=527
export IMPL_layout_top_cell="dfxtp_1"
export IMPL_cts_buffer_depth=2
export IMPL_synth_warnings=4
export IMPL_internal_power_uw=460
export IMPL_crit_path_cell_trace="ha_1 > o211a_1 > o211ai_4 > a21boi_1 > xor2_1"
export IMPL_portBuffers=19
export IMPL_grt_total_usage_pct=14.1
export IMPL_dr_total_vias=1382
export IMPL_crit_family="AND-OR/OR-AND gates"
export IMPL_viasPerCell=5.14
export IMPL_synth_seq_share_pct=62.6
export IMPL_setup_viol=0
export IMPL_cts_root_buf="clkbuf_8"
export IMPL_grt_start_max_net_pins=20
export IMPL_avgSynthCellArea_um2=12.1
export IMPL_routed_top_layer="met4"
export IMPL_setup_tns_ps=0
export IMPL_grt_pass1_vias=1322
export IMPL_crit_slowest_cell="dfxtp_1"
export IMPL_ys_cells=199
export IMPL_untimed_endpoints=71
export IMPL_dr_first_iter_drc_count=37
export IMPL_path_clk_slew_ps=60
export IMPL_max_slew_margin_rel_pct=64.8
export IMPL_cts_tree="yes"
export IMPL_whs_path_depth=1
export IMPL_htree_levels=1
export IMPL_syn_instance_count=199
export IMPL_post_drt_wl_per_cell_um=11.9
export IMPL_min_path_type="reg -> reg"
export IMPL_fmax_mhz=687
export IMPL_cts_resized_gates=0
export IMPL_pre_cts_ws_ps=956
export IMPL_cts_setup_buffers=0
export IMPL_min_period_ps=1460
export IMPL_wl_met3_um=100
export IMPL_layout_setup_ws_ps=944
export IMPL_crit_fanout=6
export IMPL_peakVddDrop_v=0.000392
export IMPL_ys_chip_area_um2=2420
## flip-flops by register name, summed over array words and instances, names as in the netlist
signal	count
uartRx_U0.counter	3
uartRx_U0.data	8
BG_U0.Acc	20
uartTx_U0.tx	1
div	12
uartRx_U0.state	2
uartRx_U0.dataR	8
uartTx_U0.nextS	4
uartRx_U0.sync	3
uartTx_U0.state	4
uartRx_U0.reset	1
uartRx_U0.ready	1
## kinds of logic (layout without fill, tap and decap cells)
family	after synthesis	count (layout)	synth area share, %
AOI/OAI and AO/OA	27	27	8.03
xor gates and xnor gates	32	32	11.6
adders and majority gates	6	6	3.11
buffers and inverters	13	31	2.28
DFF	67	67	62.6
muxes	5	5	2.28
and+or+nand+nor	49	49	10.2
## layer usage
layer | global-route usage [%] | up-vias
met2 | 23.2 | 25
met3 | 1.28 | 2
met5 | 0 | -
met1 | 23.2 | 638
li1 | - | 717
met4 | 0.871 | 0
## per-stage QoR
stage | util (%) | instance area [um2] | cells
2_1_floorplan | - | 2420 | 199
3_3_place_gp | 58.8 | 2650 | 266
3_5_place_dp | 58.8 | 2650 | 266
4_1_cts | 59.8 | 2690 | 269
5_1_grt | 59.8 | 2690 | 269
6_report | 59.8 | 2690 | 269
## cells in the mapped netlist, drive strengths merged
master  count
o211a       1
nand3       8
mux2        4
a211oi      1
a21boi      2
or3         1
or3b        1
nor2        8
edfxtp     14
o21bai      1
and2        1
and3        7
clkbuf      1
a21oi      11
a31oi       2
dfrtp       3
o311ai      1
o211ai      1
a311oi      1
and4        1
nand2      16
nand4       3
buf         3
a22o        1
dfrtn       3
xnor2      21
dfxtp      47
o31ai       1
mux2i       1
o21ai       4
inv         9
ha          6
nor3        1
nor3b       2
xor2       11
## area by class of cell
| class | count | area [um2] |
|---|---|---|
| flip-flops and latches | 67 | 1510 |
| fillers | 360 | 1810 |
| well taps | 52 | 65.1 |
| repair buffers | 19 | 190 |
| inverters | 9 | 33.8 |
| clock buffers | 3 | 41.3 |
| multi-input cells | 119 | 850 |
## path summary, 6_finish.rpt
path,from,to,slack [ps]
min,BG_U0.Acc[1],BG_U0.Acc[1],410
max reg2reg,BG_U0.Acc[1],BG_U0.Acc[15],940
max,BG_U0.Acc[1],BG_U0.Acc[15],940
min reg2reg,BG_U0.Acc[1],BG_U0.Acc[1],410
## power groups by stage
stage | Sequential, uW | Combinational [uW] | Clock (uW)
finish | 333 | 19.4 | 207
CTS | 333 | 19.7 | 214
global route | 332 | 20.8 | 229
No activity file was given, so power comes from the tool's default toggle rates.
